[flow/run.sh]
#!/bin/bash
# OpenROAD 26Q1-2900-gdf79404cd8, Yosys 0.63+post, stock flow scripts
make -C /OpenROAD-flow-scripts/flow DESIGN_CONFIG=/design/flow/config.mk WORK_HOME=/design/flow/orfs finish
[flow/config.mk]
export PLATFORM = sky130hd
export DESIGN_NAME = mux
export DESIGN_NICKNAME = mux
export VERILOG_FILES = /design/flow/design.v
export SDC_FILE = /design/flow/constraint.sdc
export NUM_CORES = 4
export LEC_CHECK = 1
export CORE_AREA = 10 10 70 70
export DIE_AREA = 0 0 80 80
export SYNTH_HDL_FRONTEND = slang
[flow/constraint.sdc]
current_design mux

set clk_period 1.0
set clk_io_pct 0.2

create_clock -name clk0 -period $clk_period

set non_clock_inputs [all_inputs -no_clocks]
set_input_delay [expr $clk_period * $clk_io_pct] -clock clk0 $non_clock_inputs
set_output_delay [expr $clk_period * $clk_io_pct] -clock clk0 [all_outputs]
[flow/design.v]
`timescale 1ns / 1ps
module mux(
    input [31:0]a, b,
    input sel,
    output [31:0]y
    );
    assign y = sel? a:b;
endmodule
==> results_slide.txt <==
Implementation Results

Run status
  • Status: finished, violations left
  • Violated checks: negative setup slack

Final timing
  • Least-Margin Pin Slew: 0.112 ns
  • Post-layout period usage: 1.17
  • Final hold vios: 0
  • Slew HR: 0.925
  • Final setup fails: 32
  • Worst Slack Setup Final: -0.171 ns
  • RSZ-0062 raised after global routing: true
  • Hold slack final: 0.693 ns
  • Setup TNS: -3.91 ns
  • Min Tclk post-route: 1.17 ns
  • Final Max Tran Viols: 0
  • FMAX: 0.854 GHz

Drt
  • Post-DRT Antenna Nets: 0
  • 1st-pass router iterations: 2
  • Routed via count: 701
  • DRC Markers: 0
  • Initial drt markers: 1
  • DR vias/cell: 3.79
  • DRT Wirelength: 2.78 mm
  • DR WL/cell: 15.0 um
  • Antenna diode count: 0

Synthesis
  • Synth Instances: 36
  • Ys Warns: 0
  • Yosys Instances: 36
  • Post-synth cell types: 4
  • Avg Inst Size Synth: 15.1 sq um
  • Synthesized cell area: 544 sq um
  • Area leader, netlist: mux2_4
  • Area contributors post-synth: mux2_4, buf_12, mux2_2
  • YS chip area: 544 sq um
  • Area leader share: 0.828
  • Seq share, synth: 0

Cells and area
  • Fillers: 342
  • Most numerous logic cells after layout: dlygate4sd2_1, mux2_4, buf_6
  • Reg area: 0 sq um
  • Layout cells sized above 1: 0.540
  • Flip-flops: 0
  • Post-Route Utilization: 0.475
  • Syn-to-layout area delta: 198%
  • Logic cell area: 480 sq um
  • CLK BUF: 0
  • Most numerous logic cell after layout: dlygate4sd2_1
  • Fin cells: 185
  • Final Cell Area: 1620 sq um

Global routing
  • Initial antenna violation count: 0
  • Number of global-route vias before repair: 721
  • Pin count of the biggest net entering global routing: 11
  • GRT Residual Overflow: 0
  • Total GRT Usage: 0.0767
  • First-pass GRT wire length: 3.97 mm

Power
  • Combinational share of power: 1.000
  • Share of power burned in registers: 0
  • Pint: 0.502 mW
  • Net Switching: 0.135 mW
  • Pwr Total: 0.637 mW
  • Pwr dens: 393 nW/um^2
  • Clock group share of total power: 0
  • Sw frac: 0.212
  • Leak: 0.902 nW
  • VDD IR max: 0.171 mV

Placement
  • Placed insts: 177
  • Placed Area: 1520 sq um
  • Final GP Congestion: 0.758
  • Detail Placement HPWL: 2.39 mm
  • PortBufs: 97
  • Worst slack, placed: -0.501 ns

Floorplan
  • Die Height: 80 um
  • Row cnt: 21
  • Core box area: 3420 sq um
  • Fp util: 0.159
  • Die W: 80 um
  • Boundary pin count: 97
  • Total die size: 6400 sq um

Flow run
  • Log Warnings: 34
  • MaxCap Viol Count: 0

Setup path
  • Crit-path max FO: 1
  • CP startpoint kind: input port
  • Critical setup path kind: in -> out
  • Nature of the critical path endpoint: primary output
  • Worst endpoint required time: 0.80 ns
  • Arr. time, crit path: 0.97 ns

Worst hold path
  • Worst hold path type: in -> out

Clock network
  • CTS Hold Bufs: 0
worst max-delay path: stages:
cell and delay [ns]:
clkdlybuf4s50_1 0.39, mux2_4 0.27, buf_6 0.11
layout make-up:
| class | instances | area share |
|---|---|---|
| Timing Repair Buffer | 107 | 0.668 |
| Tap cell | 46 | 0.0355 |
| Multi-Input combinational cell | 32 | 0.296 |
what timing repair did:
action / CTS / global route
resized: 168 / 17
gates cloned: 1 / 0
buffers inserted: 7 / 0
endpoints found under the setup margin: 32 / 32
pin swaps: 0 / 0
routing by layer:
metal	routed length [um]	GRT usage	up-vias
li1	-	-	344
met1	999	0.0883	306
met2	1390	0.134	51
met3	382	0.0352	0
met4	0	0	0
met5	0	0	-
worst paths after layout:
| path | start | end | cells after the start |
|---|---|---|---|
| worst max-delay path | b[24] | y[24] | 3 |
| worst min-delay path | a[17] | y[17] | 3 |
power groups by stage:
stage                 combinational (mW)  clock, mW  sequential [mW]
final                              0.637          0                0
after global routing               0.682          0                0
after CTS                          0.617          0                0
synthesized netlist by cell type:
cell and instances:
buf_6 1, mux2_2 2, mux2_4 30, buf_12 3
cell families after synthesis:
| group | Yosys count | share of synthesized area |
|---|---|---|
| mux | 32 | 0.869 |
| buf+inv | 4 | 0.131 |
Power is estimated from default activity; no workload was simulated.
